[flow/run.sh]
#!/bin/bash
# OpenROAD 26Q1-2900-gdf79404cd8, Yosys 0.63+post, stock flow scripts
make -C /OpenROAD-flow-scripts/flow DESIGN_CONFIG=/design/flow/config.mk WORK_HOME=/design/flow/orfs finish
[flow/config.mk]
export PLATFORM = sky130hd
export DESIGN_NAME = data_access
export DESIGN_NICKNAME = data_access
export VERILOG_FILES = /design/flow/design.v
export SDC_FILE = /design/flow/constraint.sdc
export NUM_CORES = 4
export LEC_CHECK = 1
export CORE_AREA = 10 10 95 95
export DIE_AREA = 0 0 105 105
[flow/constraint.sdc]
current_design data_access

set clk_period 3.8
set clk_io_pct 0.2

create_clock -name clk0 -period $clk_period [get_ports {clock}]

set non_clock_inputs [all_inputs -no_clocks]
set_input_delay [expr $clk_period * $clk_io_pct] -clock clk0 $non_clock_inputs
set_output_delay [expr $clk_period * $clk_io_pct] -clock clk0 [all_outputs]
[flow/design.v]
 `timescale 1ns / 1ps
 module data_access(
  input	 wire	 clock,
  input  wire		reset,
  output 	reg          da_Ready_for_Data_in, 
  input 	 wire  [13:0]  da_Data_in, 
  input 	 wire		       da_Data_in_valid, 
  input 	 wire  [1:0]  da_sensor_type, 
  output reg rs232_Data_in_valid,  
  output reg [7:0] rs232_Data_in,        
  input wire rs232_Ready_for_Data_in          
  );
parameter TIMER_WIDTH = 13; 
parameter TIMER_START = 13'd5000;   
parameter TIMER_ZERO = {TIMER_WIDTH{1'b0}};
reg [TIMER_WIDTH-1:0] timer_start = {TIMER_WIDTH{1'b0}};
wire timer_done;
Acker_Timer #(TIMER_WIDTH) transmission_timer (
.clock(clock),
.reset(reset),
.start(timer_start),
.done(timer_done)
);
parameter [1:0] IDLE_STATE = 2'd0,
    BYTE0_SEND_STATE = 2'd1,
	  BYTE1_SEND_STATE = 2'd2;
reg [1:0] state = IDLE_STATE;
reg [1:0] next_state = IDLE_STATE;
reg next_da_Ready_for_Data_in = 1'b1; 
reg [7:0] next_rs232_Data_in = 8'b0;
reg next_rs232_Data_in_valid = 1'b0;
always@(posedge clock)
begin
  if(reset == 1'b0)   
  begin
    state <= IDLE_STATE;
    da_Ready_for_Data_in <= 1'b1;
    rs232_Data_in <= 8'b0;
    rs232_Data_in_valid <= 1'b0;
  end else 
  begin
    da_Ready_for_Data_in <= next_da_Ready_for_Data_in;
    rs232_Data_in <= next_rs232_Data_in;
    rs232_Data_in_valid <= next_rs232_Data_in_valid;
    state <= next_state;
  end
end
always@(state or rs232_Ready_for_Data_in or rs232_Data_in or da_Data_in_valid or da_Data_in or da_sensor_type or timer_done)
begin
  case(state)
    IDLE_STATE: 
    begin
      if(da_Data_in_valid)
		begin
        next_da_Ready_for_Data_in = 1'b0; 
		  next_state = BYTE0_SEND_STATE; 
		end else
		begin
		  next_da_Ready_for_Data_in = 1'b1; 
		  next_state = IDLE_STATE; 
      end
      next_rs232_Data_in = rs232_Data_in;
      next_rs232_Data_in_valid = 1'b0; 
		timer_start = TIMER_ZERO;
    end
    BYTE0_SEND_STATE: 
    begin
      if(rs232_Ready_for_Data_in == 1'b1)
      begin
        next_rs232_Data_in = {da_sensor_type, da_Data_in[13:8]}; 
        next_rs232_Data_in_valid = 1'b1; 
        next_state = BYTE1_SEND_STATE; 
		  timer_start = TIMER_START;
      end else
      begin
        next_rs232_Data_in = rs232_Data_in;
        next_rs232_Data_in_valid = 1'b0; 
        next_state = BYTE0_SEND_STATE; 
		  timer_start = TIMER_ZERO;
      end
      next_da_Ready_for_Data_in = 1'b0; 
    end
    BYTE1_SEND_STATE: 
    begin
      if(timer_done && rs232_Ready_for_Data_in)
      begin
        next_rs232_Data_in = da_Data_in[7:0]; 
        next_rs232_Data_in_valid = 1'b1; 
		  next_da_Ready_for_Data_in = 1'b1; 
        next_state = IDLE_STATE; 
      end else
		begin
		  next_rs232_Data_in = rs232_Data_in; 
		  next_rs232_Data_in_valid = 1'b0; 
		  next_da_Ready_for_Data_in = 1'b0; 
		  next_state = BYTE1_SEND_STATE; 
		end
		timer_start = TIMER_ZERO;
    end
    default:
    begin
		next_state = IDLE_STATE;
      next_rs232_Data_in = 8'b0;
		next_rs232_Data_in_valid = 1'b0;
		next_da_Ready_for_Data_in = 1'b1;
		timer_start = TIMER_ZERO;
    end
  endcase
end
 endmodule 
`timescale 1ns / 1ps
module Acker_Timer (clock, reset,
					start, done
				   );
parameter TIMER_WIDTH = 26;  
input clock, reset;
input [TIMER_WIDTH-1:0] start;
output done;
reg done;
reg [TIMER_WIDTH-1:0] counter, counter_next;
always @(posedge clock)
  begin
	if (reset == 1'b0)   
	  counter <= {TIMER_WIDTH{1'b0}};
	else
	  counter <= counter_next;
  end  
always @(counter or start)
  begin
	if (start != {TIMER_WIDTH{1'b0}})
	  counter_next = start;            
	else if (counter != {TIMER_WIDTH{1'b0}})
	  counter_next = counter - 1'b1;   
	else
	  counter_next = counter;          
  end  
always @(counter)   
  begin
	if (counter == {TIMER_WIDTH{1'b0}})
	  done = 1'b1;   
	else
	  done = 1'b0;   
  end  
endmodule  
==> impl_metrics.env <==
# yosys + openroad results
export IMPL_run_status="complete, no violations"
export IMPL_top_area_cell="dfxtp_1"
export IMPL_worstMarginPinSlew_ns=0.588
export IMPL_grt_pass1_vias=1164
export IMPL_cp_max_fo=9
export IMPL_timing_setup_tns_ns=0
export IMPL_cts_resized=0
export IMPL_synth_flop_count=25
export IMPL_timing_final_crit_period_ns=2.15
export IMPL_min_period_over_period_pct=56.5
export IMPL_wl_mm=3.48
export IMPL_ctsLongestPathBuffers=2
export IMPL_yosys_warnings=2
export IMPL_synth_area_yosys_um2=1340
export IMPL_ys_cells=152
export IMPL_fp_util_pct=19.4
export IMPL_cts_root_buf="clkbuf_8"
export IMPL_synthDistinctLibCells=41
export IMPL_antenna_found_initial=0
export IMPL_warnings=29
export IMPL_clock_skew_ns=0.000968
export IMPL_clkTransAtPathRegs_ns=0.09
export IMPL_maxCapViolCount=0
export IMPL_ios=30
export IMPL_cp_arrival_ns=2.35
export IMPL_worstSkewPairLatency_ns=0.27
export IMPL_async_reset_ff_share_pct=0
export IMPL_critPathKind="primary input to register"
export IMPL_drtAntennaViolNets=0
export IMPL_postCtsSetupRepairBufs=0
export IMPL_syn_inst=152
export IMPL_cts_tree="built"
export IMPL_cp_start_kind="primary input"
export IMPL_routabilityCongestion=0.817
export IMPL_finalPower_mw=1.06
export IMPL_min_delay_start="rs232_Data_in[5]"
export IMPL_stdcell_area_um2=1750
export IMPL_fmax_ghz=0.466
export IMPL_dpl_cell_area_um2=1700
export IMPL_vias=1189
export IMPL_htree_levels=1
export IMPL_syn_to_final_growth_pct=30.8
export IMPL_cp_end_kind="register"
export IMPL_stdcell_count=273
export IMPL_power_density_nw_per_um2=606
export IMPL_crit_chain="clkdlybuf4s50_1 -> inv_1 -> o41ai_4 -> nand4_1 -> a21oi_1"
export IMPL_firstDrtPassIters=4
export IMPL_ys_flop_type="dfxtp_1"
export IMPL_timing_hold_ws_ns=0.482
export IMPL_postSynthSeqShare_pct=37.4
export IMPL_cp_slowest_cell="o41ai_4"
export IMPL_crit_path_max_incr_delay_ns=0.61
export IMPL_max_slew_margin_rel_pct=60.8
export IMPL_vias_per_cell=4.36
export IMPL_core_um2=6910
export IMPL_rsz0062_at_grt="false"
export IMPL_grt_max_degree=16
export IMPL_ir_worst_vdd_mv=0.284
export IMPL_drt_iter0_drc=99
export IMPL_r2r_setup_slack_ns=1.69
export IMPL_fillCellCount=758
export IMPL_grt_overflow_total=0
export IMPL_dieHeight_um=105
export IMPL_die_area_um2=11000
export IMPL_dp_cells=269
export IMPL_critPathBufInv=2
export IMPL_synthTopCellsByArea="dfxtp_1 (37%), a21oi_1 (7.1%), ha_1 (5.6%)"
export IMPL_grt_use_total_pct=6.09
export IMPL_drc=0
export IMPL_avgSynthCellArea_um2=8.81
export IMPL_critPathTopFamily="AND-OR/OR-AND gates"
export IMPL_top_cell_area_share_pct=37.4
export IMPL_std_cell_rows=30
export IMPL_n_antenna_cell=0
export IMPL_power_leakage_nw=0.594
export IMPL_dieWidth_um=105
export IMPL_edf_count=0
export IMPL_cp_startpoint="rs232_Ready_for_Data_in"
export IMPL_postCtsHoldBufs=0
export IMPL_finalSetupViolCount=0
export IMPL_syn_area_um2=1340
export IMPL_place_hpwl_mm=2.69
export IMPL_drive_above_1_share_pct=4.52
export IMPL_hold_violations=0
export IMPL_hp_class="register to register"
export IMPL_port_buffers=29
export IMPL_cts_sinks=25
export IMPL_critPathRequiredTime_ns=4.01
export IMPL_grt_first_pass_wirelength_mm=5.79
export IMPL_finalMaxSlewViolations=0
export IMPL_wl_per_cell_um=12.7
export IMPL_r2r_start="transmission_timer.counter[0]"
export IMPL_cts_made_buffers=3
## synthesized netlist by cell type (2+ instances only)
cell type,number
a31oi_1,3
xor2_1,2
or3_1,3
ha_1,6
a21oi_1,19
a22o_1,8
nor2_1,8
nand2_1,5
mux2i_1,2
clkbuf_1,4
inv_1,8
nand2b_1,4
nand3_1,3
or4_1,2
nor4_1,3
buf_6,2
xnor2_1,2
nand4_1,8
nor3_1,4
o21ai_0,11
dfxtp_1,25
## state kept, by name, summed over array words and instances, names as in the netlist
| register | flops |
|---|---|
| rs232_Data_in | 8 |
| transmission_timer.counter | 13 |
| rs232_Data_in_valid | 1 |
| da_Ready_for_Data_in | 1 |
| state | 2 |
## through the flow
step | setup slack, ns | utilization (%)
floorplan | 1.89 | -
CTS | 1.68 | 25.4
global route | 1.51 | 25.4
global placement | 1.42 | 24.7
detailed placement | 1.39 | 24.7
finish | 1.65 | 25.4
## logic make-up after synthesis
kind of cell    after synthesis  synth area share, %
compound gates               50                 25.7
xor+xnor                      4                 2.62
fa+ha+maj                     6                 5.61
buf+inv                      16                 5.70
flops                        25                 37.4
mux                           2                 1.50
simple gates                 49                 21.5
## power by group
part | internal [mW] | total, mW | switching (mW)
Clock | 0.0744 | 0.166 | 0.0919
Combinational | 0.219 | 0.499 | 0.280
Sequential | 0.324 | 0.397 | 0.0725
## final timing paths
kind	cells after the start	to
worst max-delay path	5	rs232_Data_in[1]
worst min-delay path	2	rs232_Data_in[5]
worst max register to register	6	rs232_Data_in[1]
worst min register to register	2	rs232_Data_in[5]
## cell usage in the layout (no fill, tap or decap), types with 2 or more instances in the layout
master            n
nand2b_1          4
xor2_1            2
xnor2_1           2
a21oi_1          19
nand4_1           8
dfxtp_1          25
nor2_1            8
mux2i_1           2
clkbuf_8          3
nand3_1           3
o21ai_0          11
a22o_1            8
nand2_1           5
or4_1             2
nor3_1            4
or3_1             3
a31oi_1           3
nor4_1            3
clkdlybuf4s50_1  29
inv_1             8
ha_1              6
## tightest hold or removal path: stages (launching register included)
cell and delay [ns]:
dfxtp_1 0.32, o21ai_0 0.06, a21oi_1 0.06
## metal layers
| layer | GRT usage (%) | wire length (um) | vias to the layer above |
|---|---|---|---|
| li1 | - | - | 620 |
| met1 | 8.65 | 1700 | 547 |
| met2 | 9.88 | 1650 | 18 |
| met3 | 0.621 | 71 | 4 |
| met4 | 1.08 | 57 | 0 |
| met5 | 0 | 0 | - |
## layout make-up
class / instances / area [um2] / area share, %
multi-input cells: 111 / 762 / 43.5
repair buffers: 29 / 290 / 16.6
clock inverters: 1 / 7.51 / 0.429
inverters: 8 / 30.0 / 1.71
flip-flops and latches: 25 / 500 / 28.6
well taps: 96 / 120 / 6.86
clock buffers: 3 / 41.3 / 2.36
Power is estimated from default activity; no workload was simulated.
